**flow/config.mk**
```make
export PLATFORM = sky130hd
export DESIGN_NAME = seq_register_read
export DESIGN_NICKNAME = seq_register_read
export VERILOG_FILES = /design/flow/design.v
export SDC_FILE = /design/flow/constraint.sdc
export NUM_CORES = 4
export LEC_CHECK = 1
export CORE_UTILIZATION = 40
```
**flow/run.sh**
```bash
#!/bin/bash
# OpenROAD 26Q1-2900-gdf79404cd8, Yosys 0.63+post, stock flow scripts
make -C /OpenROAD-flow-scripts/flow DESIGN_CONFIG=/design/flow/config.mk WORK_HOME=/design/flow/orfs finish
```
**flow/constraint.sdc**
```tcl
current_design seq_register_read

set clk_period 1.0
set clk_io_pct 0.2

create_clock -name clk0 -period $clk_period [get_ports {i_clk}]

set non_clock_inputs [all_inputs -no_clocks]
set_input_delay [expr $clk_period * $clk_io_pct] -clock clk0 $non_clock_inputs
set_output_delay [expr $clk_period * $clk_io_pct] -clock clk0 [all_outputs]
```
**flow/design.v**
```verilog
task automatic uart_send 
(   
    input integer idx,
    input [7:0] i_data,
    output o_tx
);
localparam F_CLK = 100_000_000;
localparam F_BAUDRATE = 9600;
localparam  clk_ticks = 10 * ( F_CLK / F_BAUDRATE );
if( (idx % 11) < 1)
    begin
        #(clk_ticks + 10);
        o_tx = 1'b0;
    end
else if( (idx % 11)  < 9)
    begin
        #clk_ticks;
        o_tx = i_data[ (idx % 11) - 1 ];
        if( ((idx % 11) - 1)  == 0)$display("LSB bit");
        if( ((idx % 11) - 1)  == 7)$display("MSB bit");
    end
else
    begin
        #clk_ticks;
        o_tx = 1'b1; 
    end       
endtask
module seq_register_read
    #(
      parameter ADDRESS_SIZE = 10,
      parameter DATA_SIZE = 32  
     )
    (
    input wire i_clk,
    input wire i_rst_n,
    input wire i_flush,
    input wire i_sys_halt,
    input wire [15:0] i_instruction,
    input wire  [1:0] i_instruction_type,
    input wire  [7 - 1:0] i_alu_instruction,
    input wire  [7 - 1:0] i_brl_instruction,
    input wire  [5 - 1:0] i_mem_instruction,
    input wire  [4 - 1:0] i_ctrl_instruction,
    input wire  [5:0] i_value,
    input wire  [7:0] i_constant,
    input wire signed [5:0] i_offset,
    input wire  [2:0] i_cond,
    input wire  [2:0] i_destination,
    input wire signed [DATA_SIZE - 1:0] i_operand1,
    input wire signed [DATA_SIZE - 1:0] i_operand2,
    input wire i_read_operand1,
    input wire i_read_operand2,
    output reg [1:0] o_instruction_type,
    output reg [7 - 1:0] o_alu_instruction,
    output reg [7 - 1:0] o_brl_instruction,
    output reg [5 - 1:0] o_mem_instruction,
    output reg [4 - 1:0] o_ctrl_instruction,
    output reg [5:0] o_value,
    output reg [7:0] o_constant,
    output reg signed [5:0] o_offset,
    output reg [2:0] o_cond,
    output reg [2:0] o_destination,
    output reg signed [DATA_SIZE - 1:0] o_operand1,
    output reg signed [DATA_SIZE - 1:0] o_operand2,
    output reg [15:0] o_instruction,
    output reg o_read_operand1,
    output reg o_read_operand2
    );
    always@(posedge i_clk, negedge i_rst_n)
    begin
        if(~i_rst_n)
        begin
            o_operand1 <= 0;
            o_operand2 <= 0;
            o_instruction_type <= 0;
            o_alu_instruction <= 0;
            o_brl_instruction <= 0;
            o_mem_instruction <= 0;
            o_ctrl_instruction <= 0;
            o_value <= 0;
            o_constant <= 0;
            o_offset <= 0;
            o_cond <= 0;
            o_destination <= 0;
            o_operand1 <= 0;
            o_operand2 <= 0;
            o_instruction <= 0;
            o_read_operand1 <= 0;
            o_read_operand2 <= 0;
        end
        else if(i_sys_halt)
            begin
                o_operand1 <= o_operand1;
                o_operand2 <= o_operand2;
                o_instruction_type <= o_instruction_type;
                o_alu_instruction <= o_alu_instruction;
                o_brl_instruction <= o_brl_instruction;
                o_mem_instruction <= o_mem_instruction;
                o_ctrl_instruction <= o_ctrl_instruction;
                o_value <= o_value;
                o_constant <= o_constant;
                o_offset <= o_offset;
                o_cond <= o_cond;
                o_destination <= o_destination;
                o_operand1 <= o_operand1;
                o_operand2 <= o_operand2;
                o_instruction <= o_instruction;
                o_read_operand1 <= o_read_operand1;
                o_read_operand2 <= o_read_operand2;
            end
            else
            begin 
                if(i_flush)
                        begin        
                            o_operand1 <= 0;
                            o_operand2 <= 0;
                            o_instruction_type <= 0;
                            o_alu_instruction <= 0;
                            o_brl_instruction <= 0;
                            o_mem_instruction <= 0;
                            o_ctrl_instruction <= 0;
                            o_value <= 0;
                            o_constant <= 0;
                            o_offset <= 0;
                            o_cond <= 0;
                            o_destination <= 0;
                            o_operand1 <= 0;
                            o_operand2 <= 0;
                            o_instruction <= 0;
                            o_read_operand1 <= 0;
                            o_read_operand2 <= 0;
                        end
                    else
                        begin         
                            o_operand1 <= i_operand1;
                            o_operand2 <= i_operand2;
                            o_instruction_type <= i_instruction_type;
                            o_alu_instruction <= i_alu_instruction;
                            o_brl_instruction <= i_brl_instruction;
                            o_mem_instruction <= i_mem_instruction;
                            o_ctrl_instruction <= i_ctrl_instruction;
                            o_value <= i_value;
                            o_constant <= i_constant;
                            o_offset <= i_offset;
                            o_cond <= i_cond;
                            o_destination <= i_destination;
                            o_operand1 <= i_operand1;
                            o_operand2 <= i_operand2;
                            o_instruction <= i_instruction;
                            o_read_operand1 <= i_read_operand1;
                            o_read_operand2 <= i_read_operand2;
                        end           
        end
     end
endmodule
```
==> run summary <==
Flow results are below.

- The run finished, with violations left.
- The checks that failed: negative setup slack.
- In this run the remaining antenna-violating nets after routing total 0.
- The async set or reset register ratio after synthesis is 1.00, for reference.
- The root buffer cell chosen for the clock tree is clkbuf_16.
- After global routing the overflow that remains totals 0.
- Listed in order, past its start point the critical path passes buf_2.
- The post-detailed-routing wire length is 16300 microns, for reference.
- CTS added clock buffers totalling 17.
- The sink count of the clock tree is 133, for reference.
- The worst setup path is of the flop to primary output kind.
- The post-synthesis instance total is 574, for reference.
- For this run, the total global-route usage over all layers was measured as 0.236.
- TritonCTS built the clock tree.
- The post-synthesis area per instance is 9.79 sq um, for reference.
- The maximum fanout along the worst path is 2, for reference.
- The most common flop cell mapped by yosys is dfrtp_1, for reference.
- The layout stage reports a final design area of 8890 sq um.
- The initial antenna violation count is 0.
- The worst setup skew after layout is 0 ps, for reference.
- During placement, the flow inserted port buffers numbering 269.
- The first TritonRoute pass finished after 4 iterations.
- The number of storage elements in the synthesis netlist is 133, for reference.
- The final weighted congestion in routability-driven placement is 0.801, for reference.
- The worst hold path belongs to the class primary input to asynchronous set/reset pin.
- The cell type group with the largest total delay on the critical path is flip-flops, for reference.
- The synthesized design spends more area on one cell type than any other, namely dfrtp_1.
- The number of hold violations in the final report is 0, for reference.
- The number of rows in the core area is 42, for reference.
- On the worst path, the slowest cell contributes a delay of 400 ps.
- Looking at the max-slew report, the worst-margin pin has a slew of 360 ps.
- The flow measured a signed area growth from synthesis to layout of 58.1%.
- The critical path starts at o_mem_instruction[2].
- Entering global routing, the biggest net connects 64 pins.
- At the worst endpoint, the required time is 800 ps.
- By instance count, the leading cell after synthesis is dfrtp_1.
- STA classifies the critical path endpoint as a primary output.
- In the finished design, the share of the clock period the worst path needs comes to 1.13.
- Yosys attributes the largest share of cell area to dfrtp_1 (59%), nand2b_1 (15%), nand2_1 (8.8%), o21ai_1 (6.1%), o21ai_0 (4.9%).
- After synthesis, the most frequently instantiated cells are dfrtp_1 (133), nand2_1 (132), nand2b_1 (132).
- The final cell utilization of the core is 0.661, for reference.
- The count of tool warnings is 28, for reference.
- Timing analysis after detailed placement gives a worst setup slack of -58.2 ps.
- The tally of unique sky130hd cells used after synthesis is 12, for reference.
- The number of vias in the routed layout is 4997, for reference.
- The region available for standard cell placement spans 13500 sq um.
- The design draws 14.1 mW.
- The die span in x is 121 microns, for reference.
- The accumulated negative setup slack is -12340 ps, for reference.
- The final period demand of the worst path is 1130 ps, for reference.
- The max-slew violation total from the final report is 0, for reference.
- STA classifies the critical path startpoint as a flop.
- The synthesized netlist has a Yosys-reported chip area of 5620 sq um.
- The total die area is 14500 sq um, for reference.
- The floorplan die height is 121 microns, for reference.
- The mapped netlist covers 5620 sq um.
- The leakage dissipation is 4.31 nW, for reference.
- The tightest hold margin is 167 ps, for reference.
- The H-tree generated during clock tree synthesis spans 4 levels.
- The synthesized design contains 0 enable-type register cells.
- The count of non-filler cells in the finished layout is 1081, for reference.
- The total number of yosys warnings is 1, for reference.
- Setup repair after global routing could not meet its margin everywhere.
- The final number of setup-violating endpoints is 134, for reference.
- Along the critical path, the tally of buffer and inverter instances is 1.
- At the floorplan stage, the core utilization is reported as 0.418.
- For this run, the top clock speed supported by timing is 884 MHz.
- The data arrival time reported for the critical path is 930 ps.
- The final timing report gives a worst setup slack of -131 ps.
- The slowest stage of the critical path belongs to the cell dfrtp_1.
- The first global-routing pass estimated 25600 microns of wire.
- After detailed routing, the average wire length per cell comes to 15.0 microns.
- The routed layout reports a DRC error count of 0.
- The maximum VDD drop is 1700 uV, for reference.
- The number of global-route vias before repair is 4915, for reference.
- The total placed instance area is 8530 sq um, for reference.
- Per the slew report, the remaining headroom to the max-slew limit stands at 0.760.
- After detailed routing, the number of vias per cell comes to 4.62.
- The share of the Yosys chip area taken by registers is 0.592.
- Of the cells placed in the final design, the portion with a size suffix greater than 1 is 0.269.
- 0 antenna diodes ended up in the layout.
- The count of instantiated cells in the yosys netlist is 574, for reference.
- The number of top-level pins is 270, for reference.
- The violation tally from detailed-route iteration zero is 276, for reference.
- Once detailed placement completed, the half-perimeter wirelength came to 11100 microns.
- The number of cells after detailed placement is 992, for reference.
- The fraction of synthesized cell area taken by the top area cell type is 0.592, for reference.
- The worst register-to-register path begins at o_alu_instruction[5].
- Clock latency on the worst-skew pair, taken at its later pin, is 400 ps.
- The clock-pin slew on the worst setup and hold paths is 50 ps, for reference.
- The run reported a max-capacitance violation count of 0.
- CTS reports a maximum clock tree buffer depth of 2.
- The power density normalized to cell area is 1590 nW/um^2, for reference.
-- per-layer routing --
metal,part of all wire,vias to the layer above,wire [microns],global-route usage
li1,-,2476,-,-
met1,0.43,2306,6930,0.350
met2,0.45,198,7270,0.348
met3,0.11,17,1790,0.0930
met4,0.017,0,270,0.0378
met5,0,-,0,0
-- layout make-up --
cell class	instances	area (sq um)
clock inverters	4	70.1
clock buffers	26	499
multi-input cells	398	2020
well taps	176	220
flip-flops and latches	133	3330
fillers	1075	4570
repair buffers	344	2740
-- sequential cells by signal (all words and copies together) (netlist names) --
register            count
o_operand1             32
o_operand2             32
o_instruction          16
o_constant              8
o_alu_instruction       7
o_brl_instruction       7
o_offset                6
o_value                 6
o_mem_instruction       5
o_ctrl_instruction      4
o_cond                  3
o_destination           3
o_instruction_type      2
o_read_operand1         1
o_read_operand2         1
-- what timing repair did --
item	4_1_cts	5_1_grt
hold buffers	1	0
pin swaps	0	1
hold endpoints to repair	133	0
gates resized	422	1
buffers inserted	24	34
setup endpoints to repair	133	133
-- power by group --
part           switching (mW)  internal (mW)  leakage, nW
Sequential              0.197           5.80         1.73
Clock                    2.08           3.90        0.280
Combinational           0.803           1.33         2.30
Total                    3.08           11.0         4.31
-- cell families after synthesis --
family | Yosys count | synth area share
AND-OR/OR-AND | 133 | 0.124
buffers and inverters | 43 | 0.0479
flip-flops | 133 | 0.592
AND/OR/NAND/NOR | 265 | 0.236
-- path summary, 6_finish.rpt --
check	end	slack, ps	cells after the start
hold / removal	o_operand2[1]	170	2
min in group clk0	o_alu_instruction[5]	170	2
setup / recovery	o_mem_instruction[2]	-130	1
hold reg to reg	o_instruction[12]	480	2
setup reg to reg	o_alu_instruction[5]	-20	4
max in group asynchronous	o_instruction[15]	270	3
-- cells in the final DEF, fill, tap and decap left out --
cell type	instances
buf_2	134
clkdlybuf4s50_1	133
dfrtp_1	133
nand2b_1	132
nand2_1	132
o21ai_1	69
buf_4	61
o21ai_0	55
clkbuf_16	17
buf_12	12
o21ai_2	8
clkbuf_1	5
clkbuf_8	4
buf_6	3
bufinv_16	2
clkinv_2	2
nor2_1	1
a22o_1	1
dlygate4sd3_1	1
Power is estimated from default activity; no workload was simulated.
