### ./run.sh
#!/bin/bash
# OpenROAD 26Q1-2900-gdf79404cd8, Yosys 0.63+post, stock flow scripts
make -C /OpenROAD-flow-scripts/flow DESIGN_CONFIG=/design/flow/config.mk WORK_HOME=/design/flow/orfs finish
### ./config.mk
export PLATFORM = sky130hd
export DESIGN_NAME = seq_register_file
export DESIGN_NICKNAME = seq_register_file
export VERILOG_FILES = /design/flow/design.v
export SDC_FILE = /design/flow/constraint.sdc
export NUM_CORES = 4
export LEC_CHECK = 1
export CORE_UTILIZATION = 40
### ./constraint.sdc
current_design seq_register_file

set clk_period 5.7
set clk_io_pct 0.2

create_clock -name clk0 -period $clk_period [get_ports {i_clk}]

set non_clock_inputs [all_inputs -no_clocks]
set_input_delay [expr $clk_period * $clk_io_pct] -clock clk0 $non_clock_inputs
set_output_delay [expr $clk_period * $clk_io_pct] -clock clk0 [all_outputs]
### ./design.v
task automatic uart_send 
(   
    input integer idx,
    input [7:0] i_data,
    output o_tx
);
localparam F_CLK = 100_000_000;
localparam F_BAUDRATE = 9600;
localparam  clk_ticks = 10 * ( F_CLK / F_BAUDRATE );
if( (idx % 11) < 1)
    begin
        #(clk_ticks + 10);
        o_tx = 1'b0;
    end
else if( (idx % 11)  < 9)
    begin
        #clk_ticks;
        o_tx = i_data[ (idx % 11) - 1 ];
        if( ((idx % 11) - 1)  == 0)$display("LSB bit");
        if( ((idx % 11) - 1)  == 7)$display("MSB bit");
    end
else
    begin
        #clk_ticks;
        o_tx = 1'b1; 
    end       
endtask
module seq_register_file
    #(
      parameter ADDRESS_SIZE = 10,
      parameter DATA_SIZE = 32  
     )
     (
    input wire i_clk,
    input wire i_rst_n,
    input wire [2:0] i_source1,
    input wire [2:0] i_source2,
    input wire [2:0] i_destination,
    input wire [DATA_SIZE - 1:0] i_result,
    input wire i_register_file_write,
    output wire [DATA_SIZE - 1:0] o_operand1,
    output wire [DATA_SIZE - 1:0] o_operand2
     );
    reg signed [DATA_SIZE - 1 : 0] r_register_file [0:7];
    always@(posedge i_clk, negedge i_rst_n)
    begin
        if(~i_rst_n)
            begin               
                r_register_file[3'b000] <= 0;
                r_register_file[3'b001] <= 0;
                r_register_file[3'b010] <= 0;
                r_register_file[3'b011] <= 0;
                r_register_file[3'b100] <= 0;
                r_register_file[3'b101] <= 0;
                r_register_file[3'b110] <= 0;
                r_register_file[3'b111] <= 0;                          
            end
        else if(i_register_file_write) 
                r_register_file[i_destination] <= i_result;      
   end
   assign o_operand1 = r_register_file[i_source1];
   assign o_operand2 = r_register_file[i_source2];
 endmodule 
==> results.yml <==
# yosys + openroad results
final_timing:
  period_needed_ps: 4940
  fmax_mhz: 202
  worst_pin_slew_ps: 1040
  finalClockPeriodUsage_pct: 86.7
  finClkSkew_ps: 0
  fin_setup_tns_ps: 0
  setup_viol: 0
  hold_viol: 0
  setup_slack_ps: 761
  relSlewSlack_pct: 30.6
  rsz0062_at_grt: "false"
  slew_viol_final: 0
setup_path:
  worst_r2r_path_depth: 1
  crit_fanout: 26
  path_delay_family: "buffers and inverters"
  crit_chain: "buf_2 -> and2_1 -> buf_4 -> a32oi_1 -> a31oi_1 -> clkdlybuf4s50_1"
  crit_buf_inv: 3
  max_stage_delay_ps: 930
  worstPathRequired_ps: 4560
  crit_type: "in -> out"
  cp-start-kind: "input port"
  r2r_slack_ps: 4900
  end_kind: "output port"
  timing.rr.start: "r_register_file[4][17]"
  crit_slowest_cell: "and2_1"
  cp.arrival_ps: 3800
  r2r_end: "r_register_file[4][17]"
hold_path:
  min_path_type: "reg -> reg"
  hold_path_depth: 1
  hp-start: "r_register_file[2][5]"
  holdPathEnd: "r_register_file[2][5]"
yosys:
  syn_area_um2: 13700
  ys_chip_area_um2: 13700
  yosys_cells: 1115
  ff_type: "dfrtp_1"
  edf_count: 0
  synth-async-reset-ratio_pct: 100
  postSynthSeqShare_pct: 46.8
  syn_area_per_cell_um2: 12.3
  syn_inst: 1115
  ys_ff: 256
  synth.distinct_cells: 40
  yosys_warnings: 2
clocking:
  cts_tree: "yes"
  clkLatencyLatePin_ps: 540
  clk_pin_slew_worst_paths_ps: 50
  cts_sinks: 256
  ctsHoldBuffers: 0
  postCtsSetupBuffers: 0
  clock_path_buffers: 3
  ctsRootBufferMaster: "clkbuf_16"
  htree_levels: 1
  post_cts_resized: 0
  cts_buffers: 29
floorplan:
  chip_area_um2: 35000
  initial_core_util_pct: 40.7
  ios: 108
  fp-row-count: 67
  dieHeight_um: 187
  core_um2: 33600
  die_w_um: 187
placement:
  dp_hpwl_um: 22700
  post-place-ws_ps: 856
  numPortBuffers: 107
  dpl-instance-area_um2: 15100
  gp_congestion: 0.857
cells_and_area:
  area_growth_pct: 17.3
  fillers: 2965
  top_regs: "r_register_file: 256 flops"
  drive_gt1_share_pct: 29.3
  regMostFlops: "r_register_file"
  largest_reg_flops: 256
  final_core_util_pct: 47.8
  finalInstanceArea_um2: 16100
grt:
  grt_pass1_wl_um: 62000
  grt_overflow: 0
  grt_pass1_vias: 10100
  grt_use_total_pct: 24.1
  antenna_found_initial: 0
  grt_max_degree: 116
outcome:
  status: "finished, final reports clean"
drt:
  vias: 9830
  first_pass_iters: 5
  drc: 0
  drt_iter0_drc: 556
  postRouteAntennaNets: 0
  diodes: 0
  viasPerCell: 5.93
  wl_per_cell_um: 24.0
  wl_um: 39800
flow_run:
  warnings: 27
  max_cap_viol_count: 0
pwr:
  seqPwrFrac_pct: 44.6
  switching_share_pct: 27.2
  pwr-share-comb_pct: 22.7
  p_leak_nw: 6.75
  internal-power_w: 0.00410
  netSwitchingPower_w: 0.00153
  p_per_area_nw_per_um2: 351
  p_clk_share_pct: 32.7
  ir_drop_uv: 246
-- synth_stat cells, drive strengths merged (28+ instances only) --
cell type    n  share of area, %
o22ai       36               1.6
a21oi       28               1.0
buf         75               3.2
a221oi      37               2.4
o22a        36               2.3
mux2i      111               8.1
nand2b      33               1.6
nor3b       28               1.7
mux2       281                23
inv         37               1.0
dfrtp      256                47
nor2        30              0.84
-- cell usage in the layout (no fill, tap or decap), types with 2 or more instances in the layout --
cell and count:
clkbuf_1 5, dfrtp_1 256, nand2_1 7, mux2_1 22
mux2_2 259, clkbuf_16 29, or3_1 2, o22ai_1 36
a31oi_1 25, clkdlybuf4s50_1 100, nor3b_4 2, nor2b_1 3
a21oi_1 28, nor2b_2 2, nor2_1 28, inv_1 37
a221oi_1 37, buf_4 30, nor2_2 2, buf_12 5
a32oi_1 25, bufinv_16 2, o32a_1 2, nand4b_1 3
clkbuf_8 7, o22a_1 36, buf_2 4, mux2i_1 111
nor3b_1 26, a22oi_1 25, clkinv_2 7, nor3_4 2
nand2b_1 32
-- through the flow --
stage                     std cells  hold slack (ps)  power, W
after floorplan                1115              471   0.00328
after global placement         1607              484   0.00380
after detailed placement       1607              493   0.00382
after CTS                      1658              506   0.00569
after global routing           1658              525   0.00593
final                          1658              499   0.00564
-- final cells by class --
type                            count  area [µm²]  area share, %
Inverter                           37         139          0.865
Multi-Input combinational cell    726        6650           41.4
Clock buffer                       41         841           5.23
Clock inverter                     10         104          0.646
Sequential cell                   256        6410           39.9
Tap cell                          448         561           3.49
Timing Repair Buffer              140        1360           8.47
-- power groups by stage --
stage	logic (W)	clock network, W	registers [W]
CTS	0.00129	0.00189	0.00251
global route	0.00140	0.00196	0.00257
finish	0.00128	0.00184	0.00251
-- layer usage --
| layer | global-route usage, % | share of wire [%] | wire length, µm | vias to the layer above |
|---|---|---|---|---|
| met5 | 0 | 0 | 0 | - |
| met3 | 5.36 | 6.9 | 2730 | 84 |
| met1 | 36.2 | 44 | 17400 | 5014 |
| met4 | 6.31 | 3.1 | 1230 | 0 |
| met2 | 36.5 | 46 | 18400 | 356 |
| li1 | - | - | - | 4376 |
-- cell families after synthesis --
logic type	count (synthesis)	share of synthesized area [%]
compound gates	219	11.9
buf+inv	133	4.76
flops	256	46.8
mux	393	31.4
simple gates	114	5.15
-- how the worst max path moves through the flow --
| stage | startpoint | slack (ps) | endpoint | cells past startpoint |
|---|---|---|---|---|
| final | i_source1[0] | 760 | o_operand1[29] | 6 |
| after global routing | i_source1[0] | 740 | o_operand1[29] | 6 |
| after CTS | i_source1[0] | 830 | o_operand1[27] | 6 |
Power and IR drop assume default switching activity.
